### flow/design.v
module RAM_FINAL #( parameter MEM_DEPTH = 256 , ADDR_SIZE = 8)
(
    input clk , rst , rx_valid ,
    input [0:9] din , 
    output reg tx_valid , 
    output reg [0:7] dout
);
reg [0 : ADDR_SIZE -1 ] mem [0 : MEM_DEPTH -1];
reg [0:7] internal_address_write;
reg [0:7] internal_address_read;
integer k;
integer i;  
always @ (posedge clk or negedge rst)
begin
    if (!rst)
    begin
        for (i=0 ; i<MEM_DEPTH ; i = i+1)
        begin mem [i] <= 1'd0;
        end
        internal_address_read <= 1'd0;
        internal_address_write <= 1'd0;
        tx_valid <= 1'd0;
        dout <= 1'd0;
        k <= 0;
        i <= 0;
    end
    else if (rx_valid)
    begin
        case (din[0:1])
            2'b00: begin
                internal_address_write <= din[2:9];
                tx_valid <= 1'b0;
                k <= 0;
            end
            2'b01: begin
                mem [internal_address_write] <= din[2:9];
                tx_valid <= 1'b0;
                k <= 0;
            end
            2'b10: begin
                internal_address_read <= din[2:9];
                k <= 0;
            end
            2'b11: begin
                dout <= mem [internal_address_read];
                tx_valid <= 1'b1;
                i <= 1;
            end
        endcase
    end
    else if ( k<8 && i == 1)
    begin
    tx_valid <= 1'b1;
    k <= k+1;
    end
    else tx_valid <= 1'b0;
end
endmodule
module SPI_SLAVE_FINAL(
    input MOSI , clk , rst ,
    tx_valid , ss_n ,
    input [0:7] tx_data ,
    output reg MISO , rx_valid ,
    output reg [0:9] rx_data );
integer i;
reg [1:0] cs;
localparam IDLE = 2'b00, 
CHK_CMD = 2'b01, 
WRITE = 2'b10;
always @ (posedge clk or negedge rst)
begin
if (!rst)
    begin
        MISO <= 1'b0;
        rx_valid <= 1'b0;
        rx_data <= 10'b0;
        cs <= IDLE;
        i <= 0;
    end
else
    begin
        case(cs)
            IDLE:
            begin
                if (ss_n) begin
                cs <= IDLE;
                rx_valid <= 1'b0;
                rx_data <= 10'b0;
                i <= 0;
                MISO <= 1'b0;
                end
                else if (!ss_n)
                begin 
                cs <= CHK_CMD;
                rx_valid <= 1'b0;
                rx_data <= 10'b0;
                i <= 0;
                MISO <= 1'b0;
                end
            end
            CHK_CMD:
            begin
                if (ss_n) cs <= IDLE;
                else if (tx_valid)
                begin
                    MISO <= tx_data[i];
                    if (i<8)
                    begin
                        i <= i+1;
                        cs <= CHK_CMD;
                    end
                    else cs <= IDLE;
                end
                else cs <= WRITE;
            end       
            WRITE:
            begin
                if (ss_n) 
                begin
                    if (i == 9)
                    begin
                    rx_data[i] <= MOSI;
                    rx_valid <= 1'b1;
                    cs <= IDLE;
                    end
                    else cs <= IDLE;
                end
                else
                begin
                    rx_data[i] <= MOSI;
                    if (i<9)
                    begin
                        i <= i+1;
                        cs <= WRITE;
                    end
                    else 
                    begin
                        rx_valid <= 1'b1;
                        i <= 0;
                        cs <= IDLE;
                    end
                end
            end
        endcase
    end
end
endmodule
module SPI_Wrapper_FINAL (
    input MOSI , clk , rst , ss_n ,
    output MISO );
wire [0:9] w1_rx_data;
wire [0:7] w2_tx_data;
wire tx_valid_w3;
wire rx_valid_w4;
SPI_SLAVE_FINAL SPI ( .MOSI(MOSI) , 
.clk(clk) , 
.rst(rst) , 
.tx_valid(tx_valid_w3) ,
.ss_n(ss_n) ,
.tx_data(w2_tx_data) , 
.MISO(MISO) , 
.rx_valid(rx_valid_w4) , 
.rx_data(w1_rx_data) );
RAM_FINAL u_Ram ( .clk(clk) ,
.rst(rst) , 
.rx_valid(rx_valid_w4) , 
.din(w1_rx_data) , 
.dout(w2_tx_data) , 
.tx_valid(tx_valid_w3) );
endmodule
### flow/run.sh
#!/bin/bash
# OpenROAD 26Q1-2900-gdf79404cd8, Yosys 0.63+post, stock flow scripts
make -C /OpenROAD-flow-scripts/flow DESIGN_CONFIG=/design/flow/config.mk WORK_HOME=/design/flow/orfs finish
### flow/config.mk
export PLATFORM = sky130hd
export DESIGN_NAME = SPI_Wrapper_FINAL
export DESIGN_NICKNAME = SPI_Wrapper_FINAL
export VERILOG_FILES = /design/flow/design.v
export SDC_FILE = /design/flow/constraint.sdc
export NUM_CORES = 4
export LEC_CHECK = 1
export CORE_UTILIZATION = 40
### flow/constraint.sdc
current_design SPI_Wrapper_FINAL

set clk_period 7.1
set clk_io_pct 0.2

create_clock -name clk0 -period $clk_period [get_ports {clk}]

set non_clock_inputs [all_inputs -no_clocks]
set_input_delay [expr $clk_period * $clk_io_pct] -clock clk0 $non_clock_inputs
set_output_delay [expr $clk_period * $clk_io_pct] -clock clk0 [all_outputs]
==> results_tabular.tex <==
% Generated from flow reports
\begin{tabular}{lr}
\hline
Metric & Value \\
\hline
\multicolumn{2}{l}{\textbf{Layout}} \\
\quad Area grow syn2layout & 18.3\% \\
\quad Most common logic cell in the routed design & sky130\_fd\_sc\_hd\_\_dfrtp\_1 \\
\quad Total of fill cells in the finished design & 20.8k \\
\quad Commonest cells after routing, fill and taps aside & 2142 x sky130\_fd\_sc\_hd\_\_dfrtp\_1, 1962 x sky130\_fd\_sc\_hd\_\_mux2\_2, 727 x sky130\_fd\_sc\_hd\_\_buf\_4, 686 x sky130\_fd\_sc\_hd\_\_a22oi\_1, 430 x sky130\_fd\_sc\_hd\_\_nor2\_1 \\
\quad Number of standard cells in the layout, taps in and fillers out & 11.7k \\
\quad Ratio of cells with drive above 1 in the final layout & 39.9\% \\
\multicolumn{2}{l}{\textbf{Power}} \\
\quad Sequential group share of total power & 47.0\% \\
\quad Switching power of the nets & 6.30 mW \\
\quad P\_leak & 53.1 nW \\
\quad Switching Fraction & 24.0\% \\
\quad Sum of internal, switching and leakage power & 26.3 mW \\
\quad Total power divided by cell area & 230 nW/um\^{}2 \\
\quad Combinational share of power & 2.7\% \\
\quad Portion of total power attributed to the clock network & 50.3\% \\
\quad Int Power & 20.0 mW \\
\quad Maximum vdd ir drop & 0.239 mV \\
\multicolumn{2}{l}{\textbf{Critical path}} \\
\quad CP most frequent cell & sky130\_fd\_sc\_hd\_\_buf\_4 \\
\quad R2R setup slack & 0.77 ns \\
\quad Type of origin of the critical path & register \\
\quad Crit. End Element & register \\
\quad Required time of the critical path & 7.86 ns \\
\quad Worst setup startpoint & u\_Ram.internal\_address\_read[1]\$\_DFFE\_PN0P\_ \\
\quad R2R Path End & u\_Ram.dout[5]\$\_DFFE\_PN0P\_ \\
\quad Critical path's largest stage delay & 1.16 ns \\
\quad List of cells traversed by the critical path & buf\_4, or4b\_2, buf\_4, nor2\_1, buf\_4, a22oi\_1, nand4\_1, nor4\_1, o2111ai\_1, nor2\_1, a41oi\_1 \\
\quad Worst r2r path cells & 11 \\
\quad Cell with the largest stage delay on the worst path & sky130\_fd\_sc\_hd\_\_nor4\_1 \\
\quad Critical path type & register to register \\
\quad Data arrival time at the worst-slack endpoint & 7.10 ns \\
\quad Launch point of the worst reg-to-reg path & u\_Ram.internal\_address\_read[1]\$\_DFFE\_PN0P\_ \\
\quad Biggest fanout along the worst timing path & 22 \\
\multicolumn{2}{l}{\textbf{Synthesis}} \\
\quad FFs w/ async S/R, synth & 100\% \\
\quad Fraction of the yosys area taken by sequential cells & 55.8\% \\
\quad Post-synth mux share & 22.9\% \\
\quad Flip-flop cell with the highest count after synthesis & sky130\_fd\_sc\_hd\_\_dfrtp\_1 \\
\quad Area of the synthesized netlist per yosys stat & 96600 um\^{}2 \\
\quad Arithmetic-cell share of the synthesized area counting full adders, half adders and majority gates & 0.0777\% \\
\quad Cell area after synthesis & 96600 um\^{}2 \\
\quad Distinct lib cells & 86 \\
\quad Share of the synthesized netlist area taken by xor and xnor gates & 0.706\% \\
\quad EDFF count, synth & 0 \\
\quad Average instance area after synthesis & 12.6 um\^{}2 \\
\quad Cells in synth\_stat.txt & 7667 \\
\quad AND/OR/NAND/NOR Cells, Area Fraction & 7.02\% \\
\quad AND-OR/OR-AND share of the synthesized area & 11.2\% \\
\quad Yosys warning total & 3 \\
\quad Dominant combinational family & multiplexers \\
\quad Synthesized instance count & 7667 \\
\quad Flop and latch count out of synthesis & 2153 \\
\multicolumn{2}{l}{\textbf{Clock tree}} \\
\quad Clock buffer depth & 3 \\
\quad Sink count of the clock tree & 2153 \\
\quad Clock root buffer master & sky130\_fd\_sc\_hd\_\_clkbuf\_16 \\
\quad Number of post-CTS setup repair buffers & 0 \\
\quad Number of clock buffers inserted by TritonCTS & 235 \\
\quad Number of gates given a new drive strength after cts & 0 \\
\quad Clock tree from TritonCTS & built \\
\quad Total of hold buffers inserted after clock tree synthesis & 0 \\
\quad Clk pin slew, worst setup/hold paths & 0.06 ns \\
\quad H-tree levels & 4 \\
\quad Insertion delay to the later sink of the worst-skew pair & 0.95 ns \\
\multicolumn{2}{l}{\textbf{GRT}} \\
\quad Global-route wire length before repair & 906000 um \\
\quad Antenna violations before repair & 150 \\
\quad Largest net degree at the start of global routing & 124 \\
\quad Global-route total usage across every layer & 61.5\% \\
\quad Global route total overflow & 0 \\
\quad Via count of the first global-routing pass & 82.4k \\
\multicolumn{2}{l}{\textbf{Final timing}} \\
\quad Setup violators final & 0 \\
\quad Final Hold Fails & 0 \\
\quad Period utilization & 89.2\% \\
\quad Worst slew slack as a fraction of its limit & -21.7\% \\
\quad Post-layout worst setup margin & 0.768 ns \\
\quad Maximum clock frequency & 0.158 GHz \\
\quad RSZ-0062 raised after global routing & false \\
\quad Setup TNS Final & 0 ns \\
\quad Slew @ Worst Pin & 1.82 ns \\
\quad Max Clock Skew & 0.0681 ns \\
\quad Minimum clock period after layout & 6.33 ns \\
\quad Hold Slack & 0.396 ns \\
\quad Number of pins with negative max-slew slack in the final report & 29 \\
\multicolumn{2}{l}{\textbf{Run status}} \\
\quad Failing checks & capacitance limit, slew limit \\
\quad Run status & finished with violations \\
\multicolumn{2}{l}{\textbf{Placement}} \\
\quad Dpl hpwl & 507000 um \\
\quad Global placer's final weighted congestion & 1.32 \\
\quad DP Worst Slack & 1.39 ns \\
\quad Inst Count DP & 11.1k \\
\quad Number of input and output port buffers inserted & 4 \\
\multicolumn{2}{l}{\textbf{Floorplanning}} \\
\quad Top-level I/O count & 5 \\
\quad Horizontal extent of the die & 493 um \\
\quad Initial core utilization & 40.2\% \\
\quad Total number of placement rows & 180 \\
\quad Floorplan die area & 244000 um\^{}2 \\
\quad Area inside the core boundary & 240000 um\^{}2 \\
\quad Height of the die & 493 um \\
\multicolumn{2}{l}{\textbf{Detailed routing}} \\
\quad Initial DRT Pass Iterations & 10 \\
\quad Via density & 7.57 \\
\quad Post-route DRC violation count & 0 \\
\quad Final routed wirelength across all metal layers & 714000 um \\
\quad Average wire per standard cell & 61.1 um \\
\quad Drt first-iter violations & 11.7k \\
\quad Total number of vias & 88.4k \\
\quad Post-DRT Antenna Nets & 0 \\
\multicolumn{2}{l}{\textbf{Job}} \\
\quad Maximum Capacitance Violations & 6 \\
\quad Stage-log warning count & 65 \\
\multicolumn{2}{l}{\textbf{Worst hold path}} \\
\quad Type of the tightest min-delay check & input port to async pin \\
\hline
\end{tabular}
## Yosys cell counts, types with 20 or more instances
master | number | area [um^2]
sky130_fd_sc_hd__xor2_1 | 47 | 412
sky130_fd_sc_hd__dfrtp_1 | 2152 | 53900
sky130_fd_sc_hd__clkbuf_1 | 519 | 1950
sky130_fd_sc_hd__a22o_1 | 58 | 508
sky130_fd_sc_hd__xnor2_1 | 29 | 254
sky130_fd_sc_hd__nand3_1 | 94 | 470
sky130_fd_sc_hd__o22ai_1 | 154 | 963
sky130_fd_sc_hd__a32oi_1 | 110 | 963
sky130_fd_sc_hd__buf_1 | 37 | 139
sky130_fd_sc_hd__a21oi_1 | 74 | 370
sky130_fd_sc_hd__nor3_1 | 73 | 365
sky130_fd_sc_hd__nand4_1 | 102 | 638
sky130_fd_sc_hd__a22oi_1 | 688 | 5160
sky130_fd_sc_hd__and3_1 | 20 | 125
sky130_fd_sc_hd__a221oi_1 | 40 | 350
sky130_fd_sc_hd__a31oi_1 | 27 | 169
sky130_fd_sc_hd__nand2_1 | 386 | 1450
sky130_fd_sc_hd__nor4_1 | 92 | 576
sky130_fd_sc_hd__a222oi_1 | 73 | 731
sky130_fd_sc_hd__mux2_2 | 1962 | 22100
sky130_fd_sc_hd__o21ai_0 | 145 | 726
sky130_fd_sc_hd__nor2_1 | 484 | 1820
## metal layers
layer	part of all wire, %	wire [um]	global-route usage (%)
met4	12	84100	53.5
met2	36	257000	71.5
met5	1.4	9810	35.3
met3	19	139000	53.3
met1	31	223000	64.2
## registers in the layout, summed over array words and instances, names as in the netlist
register	count
u_Ram.mem	2048
SPI.i	32
u_Ram.k	32
SPI.rx_data	10
u_Ram.dout	8
u_Ram.internal_address_read	8
u_Ram.internal_address_write	8
SPI.cs	3
SPI.MISO	1
SPI.rx_valid	1
u_Ram.i	1
u_Ram.tx_valid	1
## kinds of logic after synthesis
family	Yosys count
muxes	1965
and+or+nand+nor	1411
AOI/OAI and AO/OA	1462
DFF	2153
buffers and inverters	593
xor gates and xnor gates	77
adders and majority gates	6
## layout make-up
class                      instances  area (um^2)  area share [%]
multi-input combinational       4921        41200            36.0
inverter                          20         77.6          0.0679
antenna                          186          465           0.407
tap                             3185         3990            3.49
sequential                      2153        53900            47.2
clock buffer                     351         6890            6.03
timing repair buffer             778         6390            5.59
clock inverter                    88         1360            1.19
## worst max-delay path, delay by kind of cell (launching register included)
kind                   cells  cell delay (ns)
AOI/OAI and AO/OA          3             1.69
buffers and inverters      3             1.11
DFF                        1             0.88
and+or+nand+nor            5             2.42
## power groups by stage
stage,clock [mW],combinational [mW],sequential [mW]
4_1_cts,13.2,0.694,12.3
5_1_grt,13.6,0.743,12.3
6_report,13.2,0.713,12.3
## stage by stage
step | area [um^2] | utilization [%]
after floorplan | 96600 | -
after global placement | 105000 | 43.9
after detailed placement | 105000 | 43.9
after CTS | 114000 | 47.3
after global routing | 114000 | 47.5
final | 114000 | 47.5
## how the worst max path moves through the flow
stage	end	slack [ns]	cells past startpoint
final	u_Ram.dout[5]$_DFFE_PN0P_	0.77	11
after CTS	u_Ram.dout[0]$_DFFE_PN0P_	1.39	11
after global routing	u_Ram.dout[5]$_DFFE_PN0P_	1.33	11
Power figures rest on the tool's default switching activity, not on a simulated workload.
